==> /design/flow/design.v <==
module tpumac
    #(parameter BITS_AB=8,
    parameter BITS_C=16)
    (
    input clk, rst_n, WrEn, en,
    input signed [BITS_AB-1:0] Ain,
    input signed [BITS_AB-1:0] Bin,
    input signed [BITS_C-1:0] Cin,
    output reg signed [BITS_AB-1:0] Aout,
    output reg signed [BITS_AB-1:0] Bout,
    output reg signed [BITS_C-1:0] Cout
    );
    logic signed [BITS_C-1:0] Creg;
    logic signed [BITS_C-1:0] AxB, CPAB;
    always_ff @(posedge clk, negedge rst_n) begin
        if (!rst_n) begin
            Aout <= 0;
            Bout <= 0;
        end else if (en) begin
            Aout <= Ain;
            Bout <= Bin;
        end
    end
    always_ff @(posedge clk, negedge rst_n) begin
        if (!rst_n) begin
            Cout <= 0;
        end else if (WrEn) begin
            Cout <= Cin;
        end else if (en) begin
            Cout <= CPAB;
        end
    end
    always_comb begin
        AxB = Ain * Bin;
        CPAB = AxB + Cout;
    end
endmodule
==> /design/flow/run.sh <==
#!/bin/bash
# OpenROAD 26Q1-2900-gdf79404cd8, Yosys 0.63+post, stock flow scripts
make -C /OpenROAD-flow-scripts/flow DESIGN_CONFIG=/design/flow/config.mk WORK_HOME=/design/flow/orfs finish
==> /design/flow/config.mk <==
export PLATFORM = sky130hd
export DESIGN_NAME = tpumac
export DESIGN_NICKNAME = tpumac
export VERILOG_FILES = /design/flow/design.v
export SDC_FILE = /design/flow/constraint.sdc
export NUM_CORES = 4
export LEC_CHECK = 1
export CORE_UTILIZATION = 30
==> /design/flow/constraint.sdc <==
current_design tpumac

set clk_period 5.0
set clk_io_pct 0.2

create_clock -name clk0 -period $clk_period [get_ports {clk}]

set non_clock_inputs [all_inputs -no_clocks]
set_input_delay [expr $clk_period * $clk_io_pct] -clock clk0 $non_clock_inputs
set_output_delay [expr $clk_period * $clk_io_pct] -clock clk0 [all_outputs]
==> summary.txt <==
flow finished, numbers: RSZ-0062 raised after global routing yes, Seq share, synth 0.1918, CP most frequent cell fa_1, largest net degree at the start of global routing 35, DP HPWL 7487 um, Worst EP arrival 5.05 ns, delay-heaviest family, CP adder cells, skew final 0.004429 ns, EDFF count, synth 0, Max H-tree Level 2, Worst Hold Class flop to flop, Synth flops 32, # rows 42, Core Area 13400 sq um, YS chip area 4174 sq um, tool warnings 27, Syn Std Cell Area 4174 sq um, Int Power between 0.002 and 0.003 W, Clock Pin Slew Worst Setup and Hold Paths 0.05 ns, via count between 3k and 4k, GRT Total Usage 0.1379, critical path class input pin to flop, Die Span Y 120.0 um, # DRC 0, clock latency on the worst-skew pair 0.27 ns, Leak 2.716 nW, Clk pwr share 0.072, total power 0.004854 W, Fin. Hold Viols 0, crit path time final 4.901 ns, layout cells sized above 1 0.2203, setup ws final 0.09857 ns, post-layout period usage 0.9803, P&R area growth vs syn 35.49%, CP Launch Type input pin, Initial Util 0.3115, Worst VDD drop 705.3 uV, CTS Buf Count 5, die area 14390 sq um, Seq pwr share 0.085, worst slew pin tran 0.5029 ns, Max Fclk roughly 200 MHz, post-placement setup slack -0.7243 ns, Crit-path slowest cell fa_1, Critical Path RT about 5 ns, Yosys warnings 1, critical register-to-register path startpoint Cout[4]$_DFFE_PN0P_, Max-Slew Margin vs Limit 0.6647, vias in the first global route 3295, Mean Syn Cell Area 10.38 sq um, Antenna Cells 0, Slew Limit Fails 0, hold_sp Aout[1]$_DFFE_PN0P_, CTS tree built, Net Sw Power 0.002029 W, final setup vio count 0, via/cell ratio approximately 4.6, max-capacitance violation count 0, sw frac 0.4180, Worst path max stage delay 0.55 ns, CP Capture Type flop, critical path cell sequence buf_4 -> nand2b_4 -> fa_1 -> fa_1 -> inv_2 -> fa_1 -> fa_1 -> fa_1 -> ha_4 -> o21ai_2 -> o21bai_1 -> o211ai_1 -> a31oi_2 -> xnor2_1 -> o21ai_1, clock tree buffer depth 2, Comb power frac 0.844, Worst Setup SP Ain[0], Pre-antenna DRT Iters 5, remaining global-route overflow 0, Cells after Synth 402, Port Buffers around 67, CP bufs+invs 2, Synth cell types 31, Clock Sinks 32, DP Cell Count 680, final wirelength ~8900 um, post-DR wirelength/cell 12.88 um, initial antenna violation count 0, Root Driver clkbuf_16, # Cells Yosys 402, Worst Path Max Fanout 6, Final Non-Filler Cells between 600 and 700, Main synth FF type dfrtp_1, Post-synth ARST share 1.000, RD Place Congestion 0.8330, first-pass GRT wire length 15410 um, Power Density about 860 nW/um^2, Iteration-0 DRC Markers between 70 and 80, I/O pins 68, Routed Antenna Nets 0, outcome finished clean, die width 120.0 um
cells in the final DEF (no fill, tap or decap), types with 2 or more instances in the layout:
cell	Yosys	routed
inv_1	71	70
fa_1	71	67
clkdlybuf4s50_1	0	50
buf_4	0	44
nand2_1	38	37
dfrtp_1	32	32
ha_1	37	30
and2_1	32	28
xnor2_1	19	19
mux2_2	16	16
o21ai_0	16	13
mux2i_1	12	12
nor2_1	12	12
buf_2	2	8
ha_4	0	7
a21oi_1	7	6
clkbuf_16	0	5
a21o_1	4	4
fa_2	0	4
buf_6	0	4
and2_4	0	3
o21bai_1	3	3
clkbuf_2	0	3
a22oi_1	2	2
o21ai_1	0	2
clkinv_2	0	2
nand4_1	2	2
or3_1	2	2
o211ai_1	2	2
clkbuf_4	0	2
buf_12	0	2
final timing paths:
path / endpoint / slack, ns / cells after the start
min in group asynchronous: Cout[1]$_DFFE_PN0P_ / 1.13 / 2
hold / removal: Aout[1]$_DFFE_PN0P_ / 0.50 / 1
setup / recovery: Cout[15]$_DFFE_PN0P_ / 0.1 / 15
setup reg to reg: Cout[10]$_DFFE_PN0P_ / 0.62 / 17
max in group asynchronous: Bout[6]$_DFFE_PN0P_ / 3.55 / 2
hold reg to reg: Aout[1]$_DFFE_PN0P_ / 0.50 / 1
stage by stage:
stage	instance area [sq um]	hold WS [ns]	setup TNS [ns]	utilization
4_1_cts	5569	0.5108	0	0.4156
6_report	5655	0.5045	0	0.4220
3_3_place_gp	5418	0.4914	-5.514	0.4043
5_1_grt	5655	0.5230	-0.01938	0.4220
3_5_place_dp	5418	0.4971	-5.777	0.4043
2_1_floorplan	4219	0.4556	0	-
state kept, by name, summed over array words and instances (netlist names):
signal,flops
Aout,8
Cout,16
Bout,8
cells by family after synthesis:
logic type / Yosys count / share of synthesized area
simple gates: 89 / 0.1031
buf+inv: 83 / 0.07524
mux: 28 / 0.07194
compound gates: 42 / 0.06445
flops: 32 / 0.1918
fa+ha+maj: 108 / 0.4514
xor+xnor: 20 / 0.04197
final cells by class:
cell class,count,area [sq um]
Tap cell,176,220.2
Clock inverter,2,35.03
Clock buffer,6,128.9
Inverter,72,271.5
Multi-Input combinational cell,287,3202
Timing Repair Buffer,114,997.2
Sequential cell,32,800.8
Fill cell,1311,7745
cell usage after synthesis, types with 2 or more instances:
master | count | area share
dfrtp_1 | 32 | 0.19
clkbuf_1 | 9 | 0.0081
a21o_1 | 4 | 0.0072
xnor2_1 | 19 | 0.040
mux2i_1 | 12 | 0.029
a31oi_1 | 2 | 0.0030
o211ai_1 | 2 | 0.0036
mux2_2 | 16 | 0.043
and2_1 | 32 | 0.048
nor2_1 | 12 | 0.011
a21oi_1 | 7 | 0.0084
or3_1 | 2 | 0.0030
ha_1 | 37 | 0.11
nand2b_1 | 2 | 0.0030
fa_1 | 71 | 0.34
a22oi_1 | 2 | 0.0036
inv_1 | 71 | 0.064
nand4_1 | 2 | 0.0030
o21bai_1 | 3 | 0.0054
nand2_1 | 38 | 0.034
buf_2 | 2 | 0.0024
o21ai_0 | 16 | 0.019
what timing repair did:
action	in CTS	in global routing
buffers inserted	0	1
resized	62	33
setup endpoints to repair	9	7
hold buffers	0	0
pin swaps	11	19
power by group through the flow:
stage | Sequential, W | Clock (W) | Combinational (W)
4_1_cts | 0.000418 | 0.000358 | 0.00372
5_1_grt | 0.000426 | 0.000371 | 0.00463
6_report | 0.000411 | 0.000348 | 0.00409
routing by layer:
metal  share of wire  global-route usage  up-vias
met4          0.0041            0.006250        0
met3           0.062             0.02961        5
met5               0                   0        -
met1            0.45              0.2069     1572
li1                -                   -     1479
met2            0.48              0.2223       84
No activity file was given, so power comes from the tool's default toggle rates.
