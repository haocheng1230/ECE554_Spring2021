`flow/config.mk`:
```
export PLATFORM = sky130hd
export DESIGN_NAME = mydff
export DESIGN_NICKNAME = mydff
export VERILOG_FILES = /design/flow/design.v
export SDC_FILE = /design/flow/constraint.sdc
export NUM_CORES = 4
export LEC_CHECK = 1
export CORE_UTILIZATION = 30
```
`flow/constraint.sdc`:
```
current_design mydff

set clk_period 1.0
set clk_io_pct 0.2

create_clock -name clk0 -period $clk_period [get_ports {clk}]

set non_clock_inputs [all_inputs -no_clocks]
set_input_delay [expr $clk_period * $clk_io_pct] -clock clk0 $non_clock_inputs
set_output_delay [expr $clk_period * $clk_io_pct] -clock clk0 [all_outputs]
```
`flow/design.v`:
```
module mydff 
    #(
    parameter DFFBITS=64
    ) (
    output logic [DFFBITS-1:0] q, 
    input logic [DFFBITS-1:0] d, 
    input wire clk,
    input wire rst_n);
    always_ff @(posedge clk, negedge rst_n) begin
        if (!rst_n) q <= 0;
        else q <= d;
    end
endmodule
```
`flow/run.sh`:
```
#!/bin/bash
# OpenROAD 26Q1-2900-gdf79404cd8, Yosys 0.63+post, stock flow scripts
make -C /OpenROAD-flow-scripts/flow DESIGN_CONFIG=/design/flow/config.mk WORK_HOME=/design/flow/orfs finish
```
==> deck_impl_summary.md <==
Flow Results at a Glance

Drt
  • WL/cell: 12.1 µm
  • Vias post-DR: 1071
  • DRT Wirelength: 3370 µm
  • Vias/cell: 3.84
  • Drt drc: 0
  • Iter 0 DRT Violations: 18
  • # diodes: 0
  • Final ANT Viol Nets: 0
  • Detailed Routing Iterations Pass 1: 3

Yosys
  • Synth top area cells: dfrtp_1 (100%)
  • Xor/xnor share: 0%
  • Dominant cell area share: 100%
  • Basic Gates by Area: 0%
  • Synth Cell Area: 1600 µm²
  • Avg Inst Size Synth: 25.0 µm²
  • Sequential area share after synthesis: 100%
  • Cell type with the largest total area: dfrtp_1
  • Synth warn: 1
  • Flops & latches, synth: 64
  • Number of cells in Yosys stat: 64
  • Unique masters post-synth: 1
  • Yosys chip area: 1600 µm²
  • Adder-Cell Fraction of Synth Area: 0%
  • MUX area fraction: 0%
  • Ao+oa area frac: 0%
  • Post-Syn Instances: 64

Critical path
  • Levels on crit path: 1
  • Largest fanout on the critical path: 1
  • Slowest CP cell: dfrtp_1
  • Crit path DRT: 0.80 ns
  • Setup crit start kind: flip-flop
  • CP top delay family: flip-flops
  • Slowest Stage Delay on Critical Path: 0.37 ns
  • Crit-path cells: buf_2
  • WP buf/inv: 1
  • CP startpoint: q[38]
  • Critical path destination: q[38]
  • Data arrival, critical path: 0.81 ns
  • CP endpoint kind: primary output
  • Crit path kind: flip-flop to primary output

Layout
  • Most numerous logic cell after layout: buf_2
  • Top reg by flops: q
  • Area Growth Syn to Fin: 79.6%
  • Most numerous logic cells after layout: buf_2 (65), clkdlybuf4s50_1 (64), dfrtp_1 (64)
  • Comb_multi_in: 0
  • Finished Cell Area: 2880 µm²
  • Logic area: 0 µm²
  • Layout cells sized above 1: 37.8%
  • Max FFs per register: 64
  • Non-Filler Instances: 279
  • Biggest regs: q (64)

Floorplanning
  • Die width: 75.1 µm
  • I/O pin cnt: 130
  • Cell Rows: 26
  • Die height: 75.1 µm
  • Die Footprint: 5630 µm²
  • Total core area: 5140 µm²
  • Pre-Place Util: 31.2%

STA
  • Max-slew violations: 0
  • Period utilization: 101%
  • Final setup violation count: 1
  • Max Clk Rate: 0.991 GHz
  • Post-layout min period: 1.01 ns
  • Final setup margin: -0.00928 ns
  • Fin. Hold Viols: 64
  • Actual slew at the worst max-slew pin: 0.318 ns
  • Rel. slew slack: 78.8%
  • Unrepaired setup endpoints after global routing: true
  • Hold slack: -0.129 ns

Placement
  • Number of port buffers: 129
  • Gpl congestion: 0.681
  • Pre-CTS setup slack: 0.00615 ns
  • DP Area: 3000 µm²
  • Post-Place Cells: 264
  • HPWL Detailed: 2440 µm

Run status
  • Status: complete, but fails checks
  • Failing checks: hold timing, setup timing

Power
  • Pwr Total: 5.38 mW
  • Internal power: 4.41 mW
  • Switch Pwr: 0.968 mW
  • Gate power share: 7.4%
  • Worst VDD drop: 0.998 mV
  • Part of the power in registers: 51.1%
  • Clk pwr share: 41.4%
  • Pwr/cell area: 1870 nW/µm²
  • Leakage: 1.36 nW
  • Sw Share: 18.0%

Flow run
  • Log Warnings: 29
  • Maxcap violations: 0

Global routing
  • Initial antenna violation count: 0
  • GRT met2 Usage: 18.4%
  • M1 GR Usage: 15.0%
  • Largest net degree at the start of global routing: 65
  • Global routing's busiest layer: met2
  • Total gr overflow: 0
  • Vias in the first global route: 1032
  • Gr usage total: 11.5%
  • Met3 GRT Util: 5.29%
  • First-pass GRT wire length: 4670 µm

Min path
  • Hold Crit Class: input port to asynchronous set/reset pin

Clocking
  • Clock transition at path regs: 0.06 ns
  • H-tree levels: 3
  • CTS tree: done
  • CTS root buf: clkbuf_8
  • Sink Count: 64
  • CTS Buffer Depth: 2
  • Post CTS Setup Buffer Count: 0
  • TritonCTS Buffers: 9
how the worst min path moves through the flow:
stage	to	slack, ns	startpoint	cells past startpoint
finish	q[43]	-0.13	rst_n	2
global route	q[32]	-0.1	rst_n	2
CTS	q[5]	-0.12	rst_n	2
power by group through the flow:
stage                 registers, mW  clock network, mW  logic (mW)
final                          2.75               2.23       0.400
after global routing           2.76               2.42       0.446
after CTS                      2.75               2.30       0.414
layer usage:
| layer | wire length, µm | share of wire [%] | vias to the layer above |
|---|---|---|---|
| li1 | - | - | 478 |
| met1 | 1190 | 35 | 509 |
| met2 | 1610 | 48 | 76 |
| met3 | 485 | 14 | 8 |
| met4 | 77 | 2.3 | 0 |
| met5 | 0 | 0 | - |
Yosys cell counts:
master / n
dfrtp_1: 64
timing repair:
item / in CTS / in global routing
pin swaps: 0 / 0
endpoints found under the hold margin: 64 / 64
resized: 193 / 0
endpoints found under the setup margin: 64 / 63
cell families (layout without fill, tap and decap cells):
| logic type | count (synthesis) | in the layout |
|---|---|---|
| flip-flops | 64 | 64 |
| buffers and inverters | 0 | 145 |
area by class of cell:
class	instances	area (µm²)
clock buffers	11	131
clock inverters	4	70.1
fillers	441	2260
flip-flops and latches	64	1600
well taps	70	87.6
repair buffers	130	986
per-stage QoR:
stage               utilization (%)   TNS, ns
CTS                            56.0    -0.489
global placement               58.3  -0.00286
detailed placement             58.3         0
global route                   56.0     -1.35
finish                         56.0  -0.00928
floorplan                         -         0
Power and IR drop assume default switching activity.
